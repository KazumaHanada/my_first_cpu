===== design/flow/config.mk =====
export PLATFORM = sky130hd
export DESIGN_NAME = decoder
export DESIGN_NICKNAME = decoder
export VERILOG_FILES = /design/flow/design.v
export SDC_FILE = /design/flow/constraint.sdc
export NUM_CORES = 4
export LEC_CHECK = 1
export CORE_AREA = 10 10 70 70
export DIE_AREA = 0 0 80 80

===== design/flow/constraint.sdc =====
current_design decoder

set clk_period 1.1
set clk_io_pct 0.2

create_clock -name clk0 -period $clk_period

set non_clock_inputs [all_inputs -no_clocks]
set_input_delay [expr $clk_period * $clk_io_pct] -clock clk0 $non_clock_inputs
set_output_delay [expr $clk_period * $clk_io_pct] -clock clk0 [all_outputs]

===== design/flow/design.v =====
module decoder(
	input [3:0] port_out, 
	output reg[6:0] hex3,
	output reg[6:0] hex2,
	output reg[6:0] hex1,
	output reg[6:0] hex0
);
	always @(*) begin
		case(port_out)
			4'b0111:
			begin
						hex3 <= 7'b1000000;
						hex2 <= 7'b1111001;
						hex1 <= 7'b1111001;
						hex0 <= 7'b1111001;
			end
			4'b0110:
			begin
						hex3 <= 7'b1000000;
						hex2 <= 7'b1111001;
						hex1 <= 7'b1111001;
						hex0 <= 7'b1000000;
			end
			4'b0100:
			begin
						hex3 <= 7'b1000000;
						hex2 <= 7'b1111001;
						hex1 <= 7'b1000000;
						hex0 <= 7'b1000000;
			end
			4'b0000:
			begin
						hex3 <= 7'b1000000;
						hex2 <= 7'b1000000;
						hex1 <= 7'b1000000;
						hex0 <= 7'b1000000;
			end
			4'b1000:
			begin
						hex3 <= 7'b1111001;
						hex2 <= 7'b1000000;
						hex1 <= 7'b1000000;
						hex0 <= 7'b1000000;
			end
			default:
			begin
						hex3 <= 7'b1111111;
						hex2 <= 7'b1111111;
						hex1 <= 7'b1111111;
						hex0 <= 7'b1111111;
			end
		endcase
	end
endmodule

===== design/flow/run.sh =====
#!/bin/bash
# OpenROAD 26Q1-2900-gdf79404cd8, Yosys 0.63+post, stock flow scripts
make -C /OpenROAD-flow-scripts/flow DESIGN_CONFIG=/design/flow/config.mk WORK_HOME=/design/flow/orfs finish

==> qor.log <==
[drt] first-pass iteration count of the detailed router 2
[final_timing] Min Hold Slack 0.719 ns
[layout] clock buffer instance count of the final layout 0
[setup_path] kind of launch point of the worst setup path input pin
[setup_path] category of cells accounting for the largest share of critical-path delay buffers and inverters
[global_routing] pin count of the biggest net entering global routing 6
[die] Site Rows 21
[final_timing] post-route setup slack -0.0852 ns
[drt] DR vias 239
[logic_synthesis] number of cells in the yosys synthesis report 33
[hold_path] worst hold path class input pin to output port
[layout] sequential cells 0
[layout] dominant logic cell types in the final layout sky130_fd_sc_hd__buf_2 (17), sky130_fd_sc_hd__buf_6 (11), sky130_fd_sc_hd__conb_1 (4), sky130_fd_sc_hd__clkbuf_2 (4), sky130_fd_sc_hd__o21ai_2 (3)
[global_routing] remaining global-route overflow 0
[layout] filler-free cell count of the finished design 97
[drt] starting DRC count in detailed routing 1
[power_and_ir_drop] Peak VDD IR 56.9 uV
[setup_path] arrival time of the worst setup path 0.97 ns
[drt] total routed wirelength 904 microns
[placement] post-placement cell count 90
[die] I/O pin cnt 32
[drt] number of remaining DRC errors 0
[final_timing] RSZ-0062 raised after global routing true
[placement] HPWL after DPL 748 microns
[layout] share of final-layout standard cells stronger than drive strength 1 82.4%
[run] number of logged tool warnings 34
[drt] antenna fix cells 0
[placement] gp weighted congestion 0.684
[logic_synthesis] post-synth cell types 9
[final_timing] TNS Setup -0.484 ns
[global_routing] wire length of the first global-routing pass 1.28 mm
[layout] Multi-input gate area 128 sq um
[run] number of maximum-capacitance constraint violations 0
[layout] sequential cell area 0 sq um
[die] full die area 6400 sq um
[power_and_ir_drop] overall power of the completed layout 0.168 mW
[logic_synthesis] area of the mapped netlist 226 sq um
[final_timing] total of endpoints with negative setup slack in the final report 10
[global_routing] via count of the first global-routing pass 240
[placement] port buffer count 28
[power_and_ir_drop] leakage power of the design 0.214 nW
[global_routing] overall global routing resource usage 2.42%
[layout] filler cell count in the final layout 405
[logic_synthesis] Seq/Total Area, Yosys 0%
[run_status] run status finished, violations left
[power_and_ir_drop] pwr dens 364 nW/um^2
[final_timing] number of max-slew violations in the final report 0
[logic_synthesis] chip area in the Yosys report 226 sq um
[setup_path] cell seen most often among critical-path stages sky130_fd_sc_hd__buf_6
[drt] Routed WL per cell 9.32 microns
[setup_path] sort of element at the end of the critical path output port
[final_timing] maximum achievable frequency 844 MHz
[setup_path] Critical-path top delay cell sky130_fd_sc_hd__or2_1
[run_status] failing checks negative setup slack
[setup_path] maximum fanout along the worst path 3
[setup_path] chain of cells forming the critical path buf_6 -> or2_1 -> a21o_1 -> buf_6 -> buf_6
[logic_synthesis] number of standard cells after synthesis 33
[die] Chip Width 80 microns
[final_timing] part of the cycle the worst path needs 108%
[setup_path] critical path buffer and inverter count 3
[layout] fraction of the core area covered by cells at the end of the flow 13.5%
[die] Floorplan Utilization 6.63%
[final_timing] final worst path period need 1.19 ns
[logic_synthesis] Avg Inst Size Synth 6.86 sq um
[cts] CTS Hold Buffers Added 0
[die] Die Span Y 80 microns
[die] core area 3420 sq um
[setup_path] Worst path max stage delay 0.24 ns
[drt] via-per-instance ratio 2.46
[logic_synthesis] synthesis warning total 1
[global_routing] antenna violations before repair 0
[final_timing] Final Hold Vio Count 0
[layout] synth-to-layout area growth 103%
[setup_path] required time of the worst setup path 0.88 ns
[layout] most used logic cell in the final layout sky130_fd_sc_hd__buf_2
[setup_path] critical path class input pin to output port
[drt] residual antenna-violating net count after detailed routing 0
## logic make-up after synthesis
| family | share of synthesized area [%] |
|---|---|
| compound gates | 15.5 |
| buf+inv | 68.0 |
| other cells | 1.66 |
| simple gates | 8.84 |
| mux | 6.08 |
## Yosys cell counts
library cell	number	area [sq um]
sky130_fd_sc_hd__a21o_1	2	15.0
sky130_fd_sc_hd__buf_4	20	150
sky130_fd_sc_hd__conb_1	1	3.75
sky130_fd_sc_hd__inv_1	1	3.75
sky130_fd_sc_hd__mux2i_2	1	13.8
sky130_fd_sc_hd__nand2_1	2	7.51
sky130_fd_sc_hd__o21ai_0	4	20.0
sky130_fd_sc_hd__or2_1	1	6.26
sky130_fd_sc_hd__or3_1	1	6.26
## power by group
| part | switching [mW] | internal, mW | total (mW) |
|---|---|---|---|
| Combinational | 0.0581 | 0.109 | 0.168 |
| Sequential | 0 | 0 | 0 |
| Clock | 0 | 0 | 0 |
## metal layers
metal	vias up	global-route usage (%)	part of all wire [%]
li1	120	-	-
met1	104	2.70	35
met2	15	4.17	51
met3	0	1.36	14
met4	0	0	0
met5	-	0	0
## worst paths after layout
kind                  cells after the start        start  slack (ns)      end
worst max-delay path                      5  port_out[0]       -0.09  hex3[5]
worst min-delay path                      3  port_out[0]        0.72  hex2[4]
## timing repair
item                       in CTS  in global routing
buffers inserted                7                  0
pin swaps                       4                  2
gates resized                 111                  9
setup endpoints to repair      24                 22
cloned                          0                  0
## area by class of cell
type | instances | area share, %
multi-input cells | 15 | 27.7
repair buffers | 35 | 59.0
inverters | 1 | 0.815
well taps | 46 | 12.5
## per-stage QoR
stage,worst slack [ns],area [sq um]
4_1_cts,-0.128,454
2_1_floorplan,0.138,238
5_1_grt,-0.129,460
3_5_place_dp,-0.809,425
3_3_place_gp,-0.779,425
6_report,-0.0852,460
Power and IR drop assume default switching activity.
