## design/flow/run.sh

```bash
#!/bin/bash
# OpenROAD 26Q1-2900-gdf79404cd8, Yosys 0.63+post, stock flow scripts
make -C /OpenROAD-flow-scripts/flow DESIGN_CONFIG=/design/flow/config.mk WORK_HOME=/design/flow/orfs finish
```

## design/flow/config.mk

```make
export PLATFORM = sky130hd
export DESIGN_NAME = cpu
export DESIGN_NICKNAME = cpu
export VERILOG_FILES = /design/flow/design.v
export SDC_FILE = /design/flow/constraint.sdc
export NUM_CORES = 4
export LEC_CHECK = 1
export CORE_AREA = 10 10 81 81
export DIE_AREA = 0 0 91 91
```

## design/flow/constraint.sdc

```tcl
current_design cpu

set clk_period 4.0
set clk_io_pct 0.2

create_clock -name clk0 -period $clk_period [get_ports {clk}]

set non_clock_inputs [all_inputs -no_clocks]
set_input_delay [expr $clk_period * $clk_io_pct] -clock clk0 $non_clock_inputs
set_output_delay [expr $clk_period * $clk_io_pct] -clock clk0 [all_outputs]
```

## design/flow/design.v

```verilog
module cpu(
	input clk,
	input n_reset,
	input [7:0] instr,
	output [3:0] address,
	input [3:0] in,
	output [3:0] out 
	);
	wire load0;
	wire load1;
	wire load2;
	wire load3;
	reg [3:0] a_reg;
	reg [3:0] b_reg;
	reg [3:0] out_reg;
	reg [3:0] pc_reg;
	wire [3:0] op;
	wire [3:0] im;
	wire select_a;
	wire select_b;
	wire [3:0] selector_out;
	wire [3:0] alu_out;
	reg cf_reg;
	wire c;
	always @(posedge clk) begin
		if(n_reset == 1'b0 )
			a_reg <= 0;
		else
			a_reg <= load0 ? alu_out : a_reg;
	end
	always @(posedge clk) begin
		if(n_reset == 1'b0 )
			b_reg <= 0;
		else
			b_reg <= load1 ? alu_out : b_reg;
	end
	always @(posedge clk) begin
		if(n_reset == 1'b0 )
			out_reg <= 0; 
		else
			out_reg <= load2 ? alu_out : out_reg; 
	end
	assign out	= out_reg;
	always @(posedge clk) begin
		if(n_reset == 1'b0 ) 
			pc_reg <= 0;
		else
			pc_reg <= load3 ? im : pc_reg + 1;
	end
	assign address = pc_reg;
	assign op = instr[7:4];
	assign im = instr[3:0];
	assign select_a = op[0] | op[3];
	assign select_b = op[1];
	assign load0 = !(op[2] | op[3]);
	assign load1 = !(!op[2] | op[3]); 
	assign load2 = !op[2] & op[3]; 
	assign load3 = (!cf_reg | op[0]) & op[2] & op[3];
	data_selector ds (a_reg, b_reg, in, 4'b0000, select_a, select_b, selector_out);
	assign {c, alu_out} = selector_out + im;
	always @(posedge clk) begin
		if(n_reset == 1'b0 )
			cf_reg <= 0;
		else
			cf_reg <= c;
	end
endmodule
module data_selector(
	input [3:0] c0,
	input [3:0] c1,
	input [3:0] c2,
	input [3:0] c3,
	input select_a, select_b,
	output reg [3:0] y
);
	always @(*) begin
		if (select_a & select_b)
			y = c3;
		else if (!select_a & select_b)
			y = c2;
		else if (select_a & !select_b)
			y = c1;
		else
			y = c0;
	end
endmodule
```

==> flow_summary.toml <==
# physical design summary
[final_layout]
post-route-cell-area_um2 = 1280
fill_cells = 529
finalNonFillerCells = 198
area_delta_synth_final_pct = 33.9
fin_util = 0.266
layout-drive-gt1-share = 0.0840

[floorplanning]
die_h_um = 91
rows = 25
dieWidth_um = 91
boundaryPins = 22
initial_core_util = 0.198
coreArea_um2 = 4820
chipArea_um2 = 8280

[pwr]
ir_worst_vdd_mv = 0.132
combPwrFrac = 0.216
total_power_uw = 405
clkPwrFrac = 0.318
p_sw_uw = 108
seqPwrFrac = 0.466
internal_power_uw = 297
power-per-cell-area_nw_per_um2 = 317
leakage_uw = 0.000466
swShare = 0.266

[clock_tree]
h-tree-depth = 1
post-cts-setup-buffer-count = 0
cts-buffers-inserted = 3
clockBufferDepth = 2
worstSkewPairLatency_ns = 0.25
cts_resized = 0
cts_root_buffer = "clkbuf_8"
cts_tree = "yes"
cts.sinks = 17
cts_hold_buffers = 0
path_clk_slew_ns = 0.07

[setup_path]
arrival_ns = 3.09
start_kind = "input pin"
worst-setup-path-type = "in -> reg"
crit_fanout = 7
slowest_stage = "or4b_1"
critPathTopFamily = "simple AND/OR/NAND/NOR gates"
worstPathRequired_ns = 4.18
cpPeakStageDelay_ns = 0.52
worstSetupEndpointType = "flop"
crit_buf_inv = 1
path_cells = "clkdlybuf4s50_1 -> nor2_4 -> mux2i_1 -> o32ai_1 -> ha_1 -> and3_1 -> or4b_1 -> o211ai_1"

[grt]
antenna_found_initial = 0
grt_pass1_vias = 816
grt-ovfl-total = 0
grt_max_degree = 13
grt_pass1_wl_um = 3970
grt_usage = 0.0574

[placement]
place_inst = 194
post_dp_cell_area_um2 = 1230
port-buffer-count = 21
hpwlAfterDp_um = 1900
gp_congestion = 0.834

[routing]
vias = 834
routed_wirelength_um = 2440
avgRoutedWirePerCell_um = 12.3
ant_nets = 0
vias_per_cell = 4.21
diodes = 0
first_iter_violations = 28
drc = 0
first_pass_iters = 4

[status]
status = "finished, final reports clean"

[synth]
edf_count = 0
ys_warn_count = 2
ys_chip_area_um2 = 956
synth-async-reset-ratio = 0
syn_area_um2 = 956
syn_inst = 109
ff_type = "dfxtp_1"
ys.flops = 17
ys_cells = 109
postSynthSeqShare = 0.356
post_synth.cell_area_avg_um2 = 8.77
ys_types = 37

[sta]
slew_headroom = 0.721
worst_pin_slew_ns = 0.418
hold_viol_final = 0
finalCritPeriodShare = 0.728
fmax_mhz = 344
finalWorstPathRequiredPeriod_ns = 2.91
fin_worst_skew_ns = 0.00536
rsz0062_at_grt = "false"
slew_violations = 0
finalSetupViolCount = 0
timing.setup.tns_ns = 0

[worst_hold_path]
hp-class = "reg -> reg"

[run]
maxCapViolations = 0
warnings = 25
==> cell families (layout without fill, tap and decap cells) <==
kind of cell | count (synthesis) | after routing | share of synthesized area
adder cells (fa/ha/maj) | 6 | 6 | 0.0864
buffers and inverters | 9 | 31 | 0.0445
XOR/XNOR | 3 | 3 | 0.0275
flip-flops | 17 | 17 | 0.356
multiplexers | 4 | 4 | 0.0419
AND-OR/OR-AND | 30 | 30 | 0.207
AND/OR/NAND/NOR | 40 | 40 | 0.237
==> cell usage after synthesis, types with 3 or more instances <==
cell type	instances	area, um^2
mux2i_1	4	40.0
nor2b_1	3	18.8
a21oi_1	9	45.0
nand2_1	13	48.8
nand3_1	8	40.0
inv_1	5	18.8
o2111ai_1	3	26.3
nor2_1	3	11.3
dfxtp_1	17	340
ha_1	5	62.6
a211oi_1	3	22.5
o21ai_0	8	40.0
==> routing by layer <==
metal | wire length, um | track usage
met1 | 1210 | 0.0827
met5 | 0 | 0
met3 | 255 | 0.0274
met2 | 962 | 0.0788
met4 | 19 | 0.00522
==> power groups by stage <==
stage     Sequential (uW)  Combinational [uW]  Clock [uW]
6_report              189                87.4         129
5_1_grt               191                97.8         140
4_1_cts               189                88.5         134
==> cells in the final DEF (no fill, tap or decap), types with 2 or more instances in the layout <==
cell             instances
a211oi_1                 3
a21oi_1                  9
clkbuf_8                 3
clkdlybuf4s50_1         21
dfxtp_1                 17
ha_1                     5
inv_1                    5
mux2i_1                  4
nand2_1                 13
nand3_1                  8
nor2_1                   3
nor2_4                   2
nor2b_1                  3
o2111ai_1                3
o21ai_0                  8
or4_1                    2
xnor2_1                  2
==> final timing paths <==
path	endpoint	cells past startpoint	startpoint	slack, ns
max	a_reg[3]	8	instr[4]	1.09
min	b_reg[2]	2	b_reg[2]	0.46
max reg2reg	out_reg[2]	8	b_reg[0]	2.18
min reg2reg	b_reg[2]	2	b_reg[2]	0.46
==> metrics by stage <==
step           setup slack [ns]  hold slack (ns)
2_1_floorplan              1.44            0.422
3_3_place_gp              0.891            0.448
3_5_place_dp              0.872            0.450
4_1_cts                    1.10            0.459
5_1_grt                   0.923            0.477
6_report                   1.09            0.459
==> worst reg2reg max path, cell delays in order (launching register included) <==
cell	delay, ns
dfxtp_1	0.34
mux2i_1	0.07
o21ai_0	0.16
ha_1	0.19
inv_1	0.05
fa_1	0.41
xnor2_1	0.31
nand2_1	0.09
a21oi_1	0.13
==> final cells by class <==
type | count | area [um^2] | share of cell area
Multi-Input combinational cell | 83 | 573 | 0.448
Clock inverter | 1 | 5.00 | 0.00391
Clock buffer | 3 | 41.3 | 0.0323
Inverter | 5 | 18.8 | 0.0147
Timing Repair Buffer | 22 | 218 | 0.170
Sequential cell | 17 | 340 | 0.266
Tap cell | 67 | 83.8 | 0.0655
No activity file was given, so power comes from the tool's default toggle rates.
